### design/flow/design.v
module pwm_generator(
    input wire clk,         
    input wire [7:0] duty,  
    output reg pwm_out      
);
    reg [7:0] counter;
    always @(posedge clk) begin
        counter <= (counter == 8'd255) ? 8'd0 : counter + 1;  
        pwm_out <= (counter < duty) ? 1 : 0;  
    end
endmodule
### design/flow/run.sh
#!/bin/bash
# OpenROAD 26Q1-2900-gdf79404cd8, Yosys 0.63+post, stock flow scripts
make -C /OpenROAD-flow-scripts/flow DESIGN_CONFIG=/design/flow/config.mk WORK_HOME=/design/flow/orfs finish
### design/flow/config.mk
export PLATFORM = sky130hd
export DESIGN_NAME = pwm_generator
export DESIGN_NICKNAME = pwm_generator
export VERILOG_FILES = /design/flow/design.v
export SDC_FILE = /design/flow/constraint.sdc
export NUM_CORES = 4
export LEC_CHECK = 1
export CORE_AREA = 10 10 70 70
export DIE_AREA = 0 0 80 80
### design/flow/constraint.sdc
current_design pwm_generator

set clk_period 2.7
set clk_io_pct 0.2

create_clock -name clk0 -period $clk_period [get_ports {clk}]

set non_clock_inputs [all_inputs -no_clocks]
set_input_delay [expr $clk_period * $clk_io_pct] -clock clk0 $non_clock_inputs
set_output_delay [expr $clk_period * $clk_io_pct] -clock clk0 [all_outputs]
==> flow_summary.json <==
{
  "grt_pass1_wl_mm": 1.56,
  "top_cell_area_share_pct": 34.3,
  "critical_path_class": "in -> reg",
  "cts_tree": "done",
  "met2_length_um": 435,
  "relSlewSlack_pct": 77.1,
  "skew_ps": 8.36,
  "gp_congestion": 0.713,
  "status": "completed",
  "combPwrFrac_pct": 7.9,
  "async_reset_ff_share_pct": 0,
  "chipWidth_um": 80,
  "p_int_mw": 0.201,
  "hold_viol_final": 0,
  "powerDensity_nw_per_um2": 369,
  "hold_slack_ps": 500,
  "drt_iter0_markers": 54,
  "startpoint_type": "primary input",
  "hp-class": "reg -> reg",
  "num_antenna_cells": 0,
  "endpoint_kind": "flip-flop",
  "synth.most_common_cell": "dfxtp_1",
  "path_buffers": 2,
  "cts_sinks": 9,
  "cts_buffers": 3,
  "leakagePower_nw": 0.305,
  "switchingPower_mw": 0.0531,
  "vias_per_cell": 3.62,
  "wl_met3_um": 129,
  "drc": 0,
  "ys_area_um2": 526,
  "routed-via-count": 427,
  "startpoint": "duty[7]",
  "rsz0062_at_grt": "false",
  "area_delta_synth_final_pct": 31.2,
  "yosysCellCount": 60,
  "wirelength_um": 967,
  "cp_slowest_cell": "clkdlybuf4s50_1",
  "grt_pass1_vias": 403,
  "dieArea_um2": 6400,
  "gr-usage-all-layers_pct": 3.07,
  "htree_levels": 1,
  "rows": 21,
  "max-clock-path-buffers": 2,
  "warning_count": 25,
  "yosys.area.top_type": "dfxtp_1",
  "switching_share_pct": 20.9,
  "ctsHoldBuffers": 0,
  "portBuffers": 9,
  "top_cells_by_count": "dfxtp_1, ha_1, inv_1",
  "grt_max_degree": 9,
  "synth_flops": 9,
  "antenna_left": 0,
  "worstPathMaxFanout": 3,
  "hpwl_um": 818,
  "clk_pin_slew_ps": 60,
  "drive_above_1_share_pct": 6.94,
  "netlist_instances": 60,
  "arrival_ps": 1720,
  "period_needed_ps": 1580,
  "tns_ps": 0,
  "fp_util_pct": 15.4,
  "topCellsByArea": "dfxtp_1, ha_1, inv_1, xor2_1, a21oi_1",
  "grt_overflow": 0,
  "p_clk_share_pct": 39.9,
  "hp-start": "counter[0]",
  "r2r-start": "counter[2]",
  "wire_per_inst_um": 8.19,
  "syn_area_per_cell_um2": 8.76,
  "peakVddDrop_mv": 0.119,
  "netlist_area_um2": 526,
  "ys_types": 20,
  "root_buffer": "clkbuf_4",
  "place_ws_ps": 838,
  "required_ps": 2840,
  "core_um2": 3420,
  "ys_warn_count": 1,
  "wirelength_met1_um": 394,
  "cts_setup_buffers": 0,
  "ys.flop_type": "dfxtp_1",
  "cp_slowest_stage_delay_ps": 450,
  "cts_resized": 0,
  "fmaxAchievable_ghz": 0.633,
  "fin_crit_sh_pct": 58.5,
  "critPathTopFamily": "buffers and inverters",
  "dp_cells": 114,
  "die-height_um": 80,
  "drv_slew": 0,
  "crit_chain": "clkdlybuf4s50_1, inv_1, ha_1, nand3_1, o211ai_1, a21oi_1",
  "pwr-share-seq_pct": 52.3,
  "ys_seq_share_pct": 34.3,
  "num_io_pins": 10,
  "finalSetupViolCount": 0,
  "setup_slack_ps": 1120,
  "drv_cap": 0,
  "grt_antenna_before_repair": 0,
  "max_slew.worst_pin.slew_ps": 343,
  "final_cells": 118,
  "edf_count": 0,
  "insertion_delay_ps": 260,
  "topRoutingLayerUsed": "met4",
  "drt_pre_antenna_iters": 4
}
-- cell usage in the layout (no fill, tap or decap) --
master,synthesis,layout
a21boi_0,1,1
o21ai_0,1,1
clkbuf_4,0,3
dfxtp_1,9,9
nand2_1,3,3
a21oi_1,5,5
ha_1,8,8
nor2b_1,2,2
nand3_4,1,1
o21ai_1,1,1
nand4_1,2,2
xor2_1,3,3
or3_1,1,1
xnor2_1,1,1
nand3_1,5,5
clkdlybuf4s50_1,0,9
o31ai_1,1,1
inv_1,8,8
clkinv_2,0,1
a22oi_1,1,1
nor2_1,5,5
o211ai_1,1,1
-- power groups by stage --
stage	clock (mW)	sequential, mW	combinational (mW)
after CTS	0.105	0.133	0.0204
after global routing	0.115	0.133	0.0224
final	0.101	0.133	0.0200
-- layout make-up --
type,instances,area (um^2)
Fill cell,371,2730
Tap cell,46,57.6
Clock buffer,3,22.5
Sequential cell,9,180
Multi-Input combinational cell,42,304
Timing Repair Buffer,9,90.1
Inverter,8,30.0
Clock inverter,1,5.00
-- state kept, by name, summed over array words and instances, names as in the netlist --
| name | flops |
|---|---|
| counter | 8 |
| pwm_out | 1 |
-- through the flow --
stage	util [%]	instance area [um^2]	power [mW]
floorplan	-	526	0.143
global placement	19.4	662	0.156
detailed placement	19.4	662	0.156
CTS	20.2	689	0.258
global route	20.2	689	0.270
finish	20.2	689	0.254
-- path summary, 6_finish.rpt --
check	cells after the start	end	slack (ps)
hold reg to reg	1	counter[0]	500
setup reg to reg	4	pwm_out	1450
hold / removal	1	counter[0]	500
setup / recovery	6	pwm_out	1120
-- kinds of logic (layout without fill, tap and decap cells) --
logic type               count (synthesis)  in the layout  synth area share [%]
adder cells (fa/ha/maj)                  8              8                  19.0
AND-OR/OR-AND                           11             11                  12.4
XOR/XNOR                                 4              4                  6.67
flip-flops                               9              9                  34.3
AND/OR/NAND/NOR                         19             19                  19.8
buffers and inverters                    9             21                  7.86
-- routing by layer --
metal,vias up,global-route usage [%]
li1,232,-
met3,2,2.61
met5,-,0
met4,0,0.176
met1,181,3.10
met2,12,4.98
Power and IR drop assume default switching activity.
