**design/flow/design.v**
```verilog
module single_port_ram #(parameter ADDR_WIDTH = 4, DATA_WIDTH = 8)(
    input wire clk,
    input wire we, 
    input wire [ADDR_WIDTH-1:0] addr,
    input wire [DATA_WIDTH-1:0] din,
    output reg [DATA_WIDTH-1:0] dout
);
    reg [DATA_WIDTH-1:0] mem [0:(1<<ADDR_WIDTH)-1];
    always @(posedge clk) begin
        if (we)
            mem[addr] <= din;  
        dout <= mem[addr];  
    end
endmodule
```
**design/flow/run.sh**
```bash
#!/bin/bash
# OpenROAD 26Q1-2900-gdf79404cd8, Yosys 0.63+post, stock flow scripts
make -C /OpenROAD-flow-scripts/flow DESIGN_CONFIG=/design/flow/config.mk WORK_HOME=/design/flow/orfs finish
```
**design/flow/config.mk**
```make
export PLATFORM = sky130hd
export DESIGN_NAME = single_port_ram
export DESIGN_NICKNAME = single_port_ram
export VERILOG_FILES = /design/flow/design.v
export SDC_FILE = /design/flow/constraint.sdc
export NUM_CORES = 4
export LEC_CHECK = 1
export CORE_UTILIZATION = 30
```
**design/flow/constraint.sdc**
```tcl
current_design single_port_ram

set clk_period 1.8
set clk_io_pct 0.2

create_clock -name clk0 -period $clk_period [get_ports {clk}]

set non_clock_inputs [all_inputs -no_clocks]
set_input_delay [expr $clk_period * $clk_io_pct] -clock clk0 $non_clock_inputs
set_output_delay [expr $clk_period * $clk_io_pct] -clock clk0 [all_outputs]
```
==> flow_metrics.env <==
# physical design summary
export IMPL_setup_viol=0
export IMPL_grt_pass1_wl_mm=15.4
export IMPL_ant_nets=0
export IMPL_cts_sinks=136
export IMPL_post_cts_buffers=0
export IMPL_rows=47
export IMPL_chip_area_um2=17400
export IMPL_htreeDepth=4
export IMPL_grt_pass1_vias=2697
export IMPL_cts_tree="built"
export IMPL_maxCapViolCount=0
export IMPL_irDropWorstVdd_mv=0.916
export IMPL_synth_warnings=1
export IMPL_combPwrFrac_pct=5.2
export IMPL_port_buffers=21
export IMPL_start_kind="input port"
export IMPL_tns_ns=0
export IMPL_diodes=0
export IMPL_cts_repair_resized=0
export IMPL_comb_area_um2=1010
export IMPL_drt_iter0_markers=184
export IMPL_die_x_um=132
export IMPL_internal_power_w=0.00604
export IMPL_dr_pass1_iters=4
export IMPL_warnings=25
export IMPL_fin_cells=529
export IMPL_cp_required_ns=1.92
export IMPL_numSynthFlops=136
export IMPL_critical_path_max_fanout=6
export IMPL_gr_total_overflow=0
export IMPL_clkPwrFrac_pct=47.1
export IMPL_initial_core_util_pct=30.7
export IMPL_clk_pin_slew_ns=0.06
export IMPL_rsz0062_at_grt="false"
export IMPL_ios=22
export IMPL_cts_buffers=17
export IMPL_dp_cells=498
export IMPL_drc=0
export IMPL_hpwl_mm=6.37
export IMPL_syn_area_um2=5070
export IMPL_final_layout_size_suffix_gt1_share_pct=33.7
export IMPL_max_freq_mhz=585
export IMPL_switchingPower_w=0.00143
export IMPL_period_used_pct=95.0
export IMPL_design_area_um2=6450
export IMPL_status="complete, no violations"
export IMPL_p_leak_nw=2.12
export IMPL_dr_total_vias=2467
export IMPL_cts_hold_buf=0
export IMPL_wl_per_cell_um=18.6
export IMPL_maxSlewViolCount=0
export IMPL_avgSynthCellArea_um2=22.0
export IMPL_switching_share_pct=19.1
export IMPL_fin_worst_skew_ns=0.00474
export IMPL_syn_instance_count=230
export IMPL_cp_arrival_ns=1.82
export IMPL_ys_chip_area_um2=5070
export IMPL_relSlewSlack_pct=52.8
export IMPL_share_seq_of_total_power_pct=47.7
export IMPL_total_power_w=0.00747
export IMPL_grt_util_all_layers_pct=12.8
export IMPL_cts_buffer_depth=2
export IMPL_setup_worst_path_end_class="flip-flop"
export IMPL_placed_cell_area_um2=5840
export IMPL_wirelength_mm=9.82
export IMPL_via_per_inst=4.66
export IMPL_ys_cells=230
export IMPL_area_growth_pct=27.2
export IMPL_finalHoldViolCount=0
export IMPL_place_congestion=0.791
export IMPL_grt_max_degree=26
export IMPL_cts_root_buf="clkbuf_16"
export IMPL_crit_type="in -> reg"
export IMPL_die_height_um=132
export IMPL_ys_seq_share_pct=79.0
export IMPL_core_um2=16500
export IMPL_min_period_ns=1.71
export IMPL_worst_slew_pin_slew_ns=0.705
export IMPL_regArea_um2=4000
export IMPL_antenna_found_initial=0
export IMPL_clk_latency_ns=0.40
export IMPL_synth_cell_types=18
export IMPL_power_density_nw_per_um2=1160
export IMPL_fillCellCount=1439
export IMPL_hold_path_class="in -> reg"
==> cell usage after synthesis, drive strengths merged <==
library cell  count  area, um2
a22oi            16        120
and2              1       6.26
buf               8       47.5
clkbuf            3       12.5
dfxtp             8        160
edfxtp          128       3840
mux4             32        721
nand2             9       33.8
nand2b            2       12.5
nand3             1       5.00
nand3b            2       15.0
nor2             13       48.8
nor2b             2       12.5
nor3              4       20.0
or3b              1       8.76
==> state kept, by name, indices dropped and copies added, names as in the netlist <==
| name | count |
|---|---|
| mem | 128 |
| dout | 8 |
==> final timing paths <==
check | startpoint | to | slack, ns | cells after the start
setup reg to reg | mem[2][1]$_DFFE_PP_ | dout[1]$_DFF_P_ | 0.41 | 3
hold / removal | addr[1] | dout[7]$_DFF_P_ | 0.63 | 5
setup / recovery | we | mem[3][6]$_DFFE_PP_ | 0.09 | 4
hold reg to reg | mem[15][7]$_DFFE_PP_ | dout[7]$_DFF_P_ | 0.68 | 3
==> per-stage QoR <==
| step | util [%] | hold slack [ns] | setup WS, ns |
|---|---|---|---|
| after floorplan | - | 0.459 | 0.00189 |
| after global placement | 35.3 | 0.667 | -0.322 |
| after detailed placement | 35.3 | 0.674 | -0.309 |
| after CTS | 39.0 | 0.627 | 0.113 |
| after global routing | 39.0 | 0.643 | 0.0187 |
| final | 39.0 | 0.635 | 0.0906 |
==> cell families (layout without fill, tap and decap cells) <==
| group | Yosys count | count (layout) | share of synthesized area, % |
|---|---|---|---|
| simple gates | 35 | 35 | 3.21 |
| compound gates | 16 | 16 | 2.37 |
| mux | 32 | 32 | 14.2 |
| flops | 136 | 136 | 79.0 |
| buf+inv | 11 | 90 | 1.19 |
==> area by class of cell <==
cell class	instances	area share, %
sequential	136	62.1
multi-input combinational	83	15.7
timing repair buffer	59	8.50
clock buffer	18	6.66
tap	220	4.27
clock inverter	13	2.79
==> cell usage in the layout, fill, tap and decap left out, types with 3 or more instances in the layout <==
cell / n
buf_4: 33
nor3_1: 3
nand2_1: 9
a22oi_1: 16
mux4_2: 32
clkinvlp_4: 5
clkbuf_16: 17
clkdlybuf4s50_1: 19
nor2_1: 13
edfxtp_1: 128
bufinv_16: 4
dfxtp_1: 8
buf_12: 5
==> per-layer routing <==
layer | GRT usage, % | vias up | share of wire (%)
li1 | - | 1095 | -
met2 | 18.9 | 92 | 46
met4 | 1.81 | 0 | 1.6
met1 | 17.7 | 1263 | 42
met3 | 7.54 | 17 | 10
met5 | 0 | - | 0
==> power by group through the flow <==
stage / Clock [W] / Combinational [W] / Sequential (W)
finish: 0.00352 / 0.000392 / 0.00356
global route: 0.00370 / 0.000425 / 0.00357
CTS: 0.00356 / 0.000397 / 0.00356
==> worst max-delay path: stages <==
cell	delay [ns]
clkdlybuf4s50_1	0.56
or3b_2	0.53
nor2_1	0.18
buf_4	0.19
Power is estimated from default activity; no workload was simulated.
