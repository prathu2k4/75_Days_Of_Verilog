===== design/flow/config.mk =====
export PLATFORM = sky130hd
export DESIGN_NAME = digital_clock
export DESIGN_NICKNAME = digital_clock
export VERILOG_FILES = /design/flow/design.v
export SDC_FILE = /design/flow/constraint.sdc
export NUM_CORES = 4
export LEC_CHECK = 1
export CORE_AREA = 10 10 78 78
export DIE_AREA = 0 0 88 88

===== design/flow/constraint.sdc =====
current_design digital_clock

set clk_period 4.2
set clk_io_pct 0.2

create_clock -name clk0 -period $clk_period [get_ports {clk}]

set non_clock_inputs [all_inputs -no_clocks]
set_input_delay [expr $clk_period * $clk_io_pct] -clock clk0 $non_clock_inputs
set_output_delay [expr $clk_period * $clk_io_pct] -clock clk0 [all_outputs]

===== design/flow/design.v =====
module digital_clock(
    input wire clk, reset,
    output reg [5:0] sec, min,
    output reg [4:0] hr
);
    always @(posedge clk or posedge reset) begin
        if (reset) begin
            sec <= 0;
            min <= 0;
            hr  <= 0;
        end else begin
            if (sec == 59) begin
                sec <= 0;
                if (min == 59) begin
                    min <= 0;
                    if (hr == 23) hr <= 0;
                    else hr <= hr + 1;
                end else begin
                    min <= min + 1;
                end
            end else begin
                sec <= sec + 1;
            end
        end
    end
endmodule

===== design/flow/run.sh =====
#!/bin/bash
# OpenROAD 26Q1-2900-gdf79404cd8, Yosys 0.63+post, stock flow scripts
make -C /OpenROAD-flow-scripts/flow DESIGN_CONFIG=/design/flow/config.mk WORK_HOME=/design/flow/orfs finish

==> qor.csv <==
stage,metric,value,unit
final_timing,f_max,464,MHz
cts,setup bufs post-CTS,0,
synthesis,dominant cell type by area after synthesis,dfrtp_1,
cells_and_area,fillers,445,
synthesis,Synth warnings,1,
synthesis,total cells reported by yosys after synthesis,84,
die,die height,88,um
critical_path,CP Cell Sequence,clkdlybuf4s50_1,
grt,total gr overflow,0,
cts,Resize count post-CTS,0,
cts,CTS tree,built,
cts,# clock sinks,17,
final_timing,Max Slew Vio Count,0,
critical_path,CP endpoint kind,output port,
synthesis,Synth Instances,84,
critical_path,Critical Path Source Type,register,
synthesis,"Avg Cell Area, Syn",10.5,um2
detailed_routing,Wirelength per Cell,12.1,um
synthesis,Yosys reg bits,17,
die,Chip Width,88,um
grt,antenna violations before repair,0,
cells_and_area,P&R area growth vs syn,31.4,%
detailed_routing,DRT Wirelength,1890,um
die,fp util,0.201,
synthesis,Unique cell types,31,
cts,H-Tree Depth,1,
die,Die Area,7740,um2
power_and_ir_drop,Leak Pwr,0.477,nW
cells_and_area,share of cells above drive strength 1,0.106,
detailed_routing,DR iter-0 viols,44,
detailed_routing,drt drc,0,
cts,clock latency on the worst-skew pair,0.24,ns
cells_and_area,area of the multi-input gates,437,um2
synthesis,top area contributor share,0.480,
power_and_ir_drop,"Power, Total",285,uW
final_timing,"Hold Vio Cnt, Final",0,
place,RD Place Congestion,0.807,
die,core area,4410,um2
detailed_routing,detailed-route via count,684,
cts,root buffer cell,clkbuf_8,
synthesis,"FFs w/ async S/R, synth",1.00,
critical_path,CP top delay family,buffers and inverters,
die,IO Count,19,
final_timing,RSZ-0062 raised after global routing,no,
critical_path,"Slowest-stage cell, CP",clkdlybuf4s50_1,
cells_and_area,Reg area,425,um2
cts,hold buffer count at cts,0,
final_timing,fin crit share,0.513,
place,Final HPWL DP,1480,um
die,num rows,24,
outcome,status,finished clean,
grt,largest net degree at the start of global routing,18,
synthesis,Post-synth EDFFs,0,
synthesis,yosys stat chip area,886,um2
synthesis,ranking of synthesized cells by area,"dfrtp_1, ha_1, nand2_1",
power_and_ir_drop,Peak VDD IR,0.190,mV
synthesis,Synth Seq Share,0.480,
synthesis,post-synth design cell area,886,um2
power_and_ir_drop,PD cells,245,nW/um2
final_timing,Worst Clk Skew,0.000502,ns
run,Log Warnings,25,
synthesis,Synth top cell by count,dfrtp_1,
cts,total CTS buffers,3,
detailed_routing,drt via density,4.38,
grt,vias in the first global route,637,
synthesis,Dominant Register Cell,dfrtp_1,
detailed_routing,DRT antenna net count,0,
final_timing,post-layout min period,2.15,ns
min_path,Worst Hold Class,register to register,
cts,CTS max path bufs,2,
critical_path,"Buf+Inv Stages, Crit Path",1,
run,max-cap viol count,0,
final_timing,Max-slew headroom,0.566,
cts,Clock Pin Slew Worst Setup and Hold Paths,0.06,ns
critical_path,crit path DRT,3.36,ns
critical_path,CP arrival,1.31,ns
synthesis,Post-synth top cells,"dfrtp_1, nand2_1, o21ai_0, nor2_1, nand3_1",
final_timing,actual transition at the worst max-transition pin,0.651,ns
final_timing,Fin Setup TNS,0,ns
final_timing,Final setup viols,0,
critical_path,maximum fanout along the worst path,9,
place,port buffer count,18,
critical_path,"slowest stage delay, CP",0.54,ns
detailed_routing,diode count,0,
critical_path,critical path class,register to output port,
grt,total track usage,0.0488,
grt,first-pass GRT wire length,3070,um
detailed_routing,drt first pass iters,4,
[stage by stage]
stage	cells	hold slack (ns)	utilization	setup WS, ns	instance area [um2]
6_report	156	0.495	0.264	2.05	1160
5_1_grt	156	0.518	0.264	1.99	1160
4_1_cts	156	0.500	0.264	2.03	1160
3_5_place_dp	152	0.493	0.253	2.30	1120
3_3_place_gp	152	0.483	0.253	2.32	1120
2_1_floorplan	84	0.443	-	2.52	886
[power by group]
part / leakage, nW / internal [mW] / switching [mW]
Clock: 0.0228 / 0.0671 / 0.0499
Combinational: 0.226 / 0.000862 / 0.00319
Sequential: 0.228 / 0.164 / 0
Total: 0.477 / 0.232 / 0.0530
[cells by family after synthesis]
| logic type | Yosys count | synth area share |
|---|---|---|
| adders and majority gates | 3 | 0.0424 |
| and+or+nand+nor | 37 | 0.260 |
| xor gates and xnor gates | 2 | 0.0198 |
| DFF | 17 | 0.480 |
| AOI/OAI and AO/OA | 15 | 0.110 |
| buffers and inverters | 5 | 0.0268 |
| muxes | 5 | 0.0607 |
[worst paths after layout]
check / startpoint / depth (start not counted) / to / slack, ns
max: min[2] / 1 / min[2] / 2.05
min: hr[4] / 1 / hr[4] / 0.49
max reg2reg: sec[0] / 5 / hr[3] / 2.32
max in group asynchronous: reset / 2 / hr[1] / 2.80
min reg2reg: hr[4] / 1 / hr[4] / 0.49
min in group asynchronous: reset / 2 / hr[4] / 0.99
[registers in the layout, summed over array words and instances (netlist names)]
register	cells
hr	5
min	6
sec	6
[placed cells by master, fill, tap and decap left out, drive strengths merged, types with 3 or more instances in the layout]
cell | synthesis | final
clkdlybuf4s50 | 0 | 18
dfrtp | 17 | 17
nand2 | 10 | 10
o21ai | 7 | 7
nor2 | 6 | 6
nand3 | 5 | 5
nand4 | 4 | 4
clkbuf | 2 | 4
nand2b | 3 | 3
inv | 3 | 3
o211ai | 3 | 3
ha | 3 | 3
mux2 | 3 | 3
[layout make-up]
type,instances,share of cell area
inverter,3,0.00968
multi-input combinational,62,0.375
sequential,17,0.366
clock buffer,4,0.0387
timing repair buffer,18,0.155
tap,52,0.0559
[metal layers]
layer / track usage / vias to the layer above / wire length [um]
met2: 0.0701 / 17 / 841
met1: 0.0633 / 314 / 801
met3: 0.0318 / 2 / 239
li1: - / 351 / -
met5: 0 / - / 0
met4: 0.00290 / 0 / 10
No activity file was given, so power comes from the tool's default toggle rates.
